**./design.v**
```verilog
`timescale 1ns/1ns
module full_sub(a, b, ci, co, s);  
	input  a, b, ci;               
	output co, s;                  
	wire   w0, w1, w2;             
	half_sub hs0(.a(a),  .b(b),  .co(w1), .s(w0));
	half_sub hs1(.a(w0), .b(ci), .co(w2), .s(s));
	assign co = w1 | w2;
endmodule
`timescale 1ns/1ns
module half_sub(a, b, co, s);  
	input  a, b;               
	output co, s;              
	assign s  =  a ^ b;
	assign co = ~a & b;
endmodule
`timescale 1ns/1ns
module sub4(a, b, ci, co, s);  
	input  [3:0] a, b;         
	input        ci;           
	output       co;           
	output [3:0] s;            
	wire   [2:0] w;            
	full_sub fs0(.a(a[0]), .b(b[0]), .ci(ci),   .co(w[0]), .s(s[0]));
	full_sub fs1(.a(a[1]), .b(b[1]), .ci(w[0]), .co(w[1]), .s(s[1]));
	full_sub fs2(.a(a[2]), .b(b[2]), .ci(w[1]), .co(w[2]), .s(s[2]));
	full_sub fs3(.a(a[3]), .b(b[3]), .ci(w[2]), .co(co),   .s(s[3]));
endmodule
`timescale 1ns/1ns
module sub8(a, b, ci, co, s);    
	input  [7:0] a, b;			 
	input        ci;             
	output       co;             
	output [7:0] s;              
	wire         w0;             
	wire   [3:0] wa0, wb0, ws0;  
	wire   [3:0] wa1, wb1, ws1;  
	assign wa0 = a[3:0];
	assign wa1 = a[7:4];
	assign wb0 = b[3:0];
	assign wb1 = b[7:4];
	sub4 s0(.a(wa0), .b(wb0), .ci(ci), .co(w0), .s(ws0));
	sub4 s1(.a(wa1), .b(wb1), .ci(w0), .co(co), .s(ws1));
	assign s = { ws1, ws0 };
endmodule
```
**./run.sh**
```bash
#!/bin/bash
# OpenROAD 26Q1-2900-gdf79404cd8, Yosys 0.63+post, stock flow scripts
make -C /OpenROAD-flow-scripts/flow DESIGN_CONFIG=/design/flow/config.mk WORK_HOME=/design/flow/orfs finish
```
**./config.mk**
```make
export PLATFORM = sky130hd
export DESIGN_NAME = sub8
export DESIGN_NICKNAME = sub8
export VERILOG_FILES = /design/flow/design.v
export SDC_FILE = /design/flow/constraint.sdc
export NUM_CORES = 4
export LEC_CHECK = 1
export CORE_AREA = 10 10 70 70
export DIE_AREA = 0 0 80 80
```
**./constraint.sdc**
```tcl
current_design sub8

set clk_period 10.3
set clk_io_pct 0.2

create_clock -name clk0 -period $clk_period

set non_clock_inputs [all_inputs -no_clocks]
set_input_delay [expr $clk_period * $clk_io_pct] -clock clk0 $non_clock_inputs
set_output_delay [expr $clk_period * $clk_io_pct] -clock clk0 [all_outputs]
```
==> impl_metrics.toml <==
# implementation run metrics
[status]
outcome = "finished clean"

[route]
drtIter0Drc = 0
vias = 226
ant_nets = 0
firstDrtPassIters = 1
drc = 0
diodes = 0
wl_um = 728
via_per_inst = 2.31
wire_per_inst_um = 7.43

[floorplanning]
die_y_um = 80
core-area_um2 = 3420
die_w_um = 80
initial_core_util = 0.0842
ios = 26
num_rows = 21
dieArea_um2 = 6400

[final_layout]
lay_top_cells = "26 x clkdlybuf4s50_1, 18 x inv_1, 8 x fa_1"
fillerInstances = 390
seq_cells = 0
clock_buffers = 0
postLayoutCoreUtil = 0.160
drive_above_1_share = 0
final_common_cell = "clkdlybuf4s50_1"
seqCellArea_um2 = 0
syn2layout_area_growth_pct = 89.6

[synth]
ys_seq_share = 0
yosysWarnings = 0
top_area_cell = "fa_1"
syn_inst = 34
syn_avg_cell_area_um2 = 8.46
yosysTopAreaCellShare = 0.557
synthesis.area_um2 = 288
synth_cell_types = 3
ys_top_cells_by_area = "fa_1 56%, inv_1 23%, buf_4 21%"
ys_area_um2 = 288
yosysCellCount = 34

[power_and_ir_drop]
seqPwrFrac = 0
static-leakage-power_uw = 0.000256
power_switching_uw = 7.46
power.density_nw_per_um2 = 49.9
peakVddDrop_mv = 0.0176
internal_power_uw = 19.7
p_clk_frac = 0
switching_share = 0.274
pwr-share-comb = 1.000

[worst_setup_path]
arrival_ns = 5.94
critPathLaunchType = "input port"
worstSetupPathType = "input port to output pin"
cp-startpoint = "a[0]"
critPathRequiredTime_ns = 8.24
cp_max_fo = 1
worst_setup_path_end_kind = "output pin"

[clock_tree]
post_cts_buffers = 0
ctsHoldBuffers = 0
cts_resized = 0

[timing]
tightest_slew_ns = 0.0901
tns_ns = 0
drv_slew = 0
grt_setup_unrepaired = "no"
setup_viol = 0
fmax_mhz = 125
period_used_share = 0.777
max-slew-margin-rel = 0.940
hold_viol_final = 0
period_minus_slack_ns = 8.00
whs_ns = 5.17

[grt]
grt_pass1_wl_um = 1210
grt_pass1_vias = 290
grt.total_usage = 0.0230
grt_start_max_net_pins = 2
grt_overflow = 0
grt_antenna_before_repair = 0

[job]
maxCapViolCount = 0
tool_warnings = 32

[hold_path]
hold_depth = 5
worstHoldStart = "b[7]"
hold_path_class = "input port to output pin"

[placed_design]
place_congestion = 0.810
portBuffers = 26
dpl.hpwl_um = 730
## final cells by class
cell class / count / area (um2) / share of cell area
Inverter: 18 / 67.6 / 0.124
Multi-Input combinational cell: 8 / 160 / 0.294
Tap cell: 46 / 57.6 / 0.106
Timing Repair Buffer: 26 / 260 / 0.477
## logic make-up (layout without fill, tap and decap cells)
logic type,Yosys count,after routing,synth area share
buf+inv,26,44,0.443
fa+ha+maj,8,8,0.557
## power groups by stage
| stage | clock (uW) | combinational, uW | sequential [uW] |
|---|---|---|---|
| 4_1_cts | 0 | 28.3 | 0 |
| 5_1_grt | 0 | 31.9 | 0 |
| 6_report | 0 | 27.2 | 0 |
## layer usage
metal	global-route usage	wire [um]	up-vias
li1	-	-	112
met1	0.0310	330	90
met2	0.0313	196	24
met3	0.0159	201	0
met4	0	0	0
met5	0	0	-
## stage by stage
| step | area [um2] | worst slack [ns] | instances | total power (uW) |
|---|---|---|---|---|
| CTS | 546 | 2.25 | 98 | 28.3 |
| finish | 546 | 2.30 | 98 | 27.2 |
| floorplan | 288 | 3.10 | 34 | 14.5 |
| global placement | 546 | 2.26 | 98 | 28.0 |
| detailed placement | 546 | 2.24 | 98 | 28.1 |
| global route | 546 | 2.07 | 98 | 31.9 |
## Yosys cell counts
library cell,n
buf_4,8
fa_1,8
inv_1,18
## worst max-delay path, cell delays in order
cell             delay (ns)
clkdlybuf4s50_1        0.48
fa_1                   0.17
inv_1                  0.05
fa_1                   0.37
fa_1                   0.39
fa_1                   0.39
fa_1                   0.39
fa_1                   0.39
fa_1                   0.36
inv_1                  0.07
fa_1                   0.39
clkdlybuf4s50_1        0.43
## worst paths after layout
check / to / slack (ns)
setup / recovery: s[7] / 2.30
hold / removal: co / 5.17
Power figures rest on the tool's default switching activity, not on a simulated workload.
