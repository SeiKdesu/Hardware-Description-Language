==> /design/flow/design.v <==
module io_psw(
	clk, rst, 
	psw_a, psw_b, psw_c, psw_d, psw_val, psw_fn );
	input         clk, rst;
	input  [ 4:0] psw_a, psw_b, psw_c, psw_d;
	output [ 3:0] psw_val;
	output [ 3:0] psw_fn;
	wire          ld;
	wire   [19:0] psw_in;
	assign psw_in = { psw_d, psw_c, psw_b, psw_a };
	psw_pulse pp( .clk(clk), .rst(rst), .co(ld) );
	psw_detecter pd( .clk(clk), .rst(rst), .ld(ld), .psw_in(psw_in), 
	                 .psw_val(psw_val), .psw_fn(psw_fn) );
endmodule
module psw_pulse(
	clk, rst, co );
	input  clk, rst;
	output co;
	reg    [16:0] cnt;
	assign co = ( cnt == 17'd100000 );
	always@( posedge clk or negedge rst ) begin
		if( rst == 1'b0 ) begin
			cnt <= 17'h0;
		end else if( co == 1'b1 ) begin
			cnt <= 17'h1;
		end else begin
			cnt <= cnt + 17'h1; 
		end
	end
endmodule
module psw_detecter(
	clk, rst, ld, psw_in, psw_val, psw_fn );
	input  clk, rst;
	input  ld;
	input  [19:0] psw_in;
	output [ 3:0] psw_val;
	output [ 3:0] psw_fn;
	reg    [ 3:0] psw_val;
	reg    [ 3:0] psw_fn;
	reg    [ 4:0] psw_id;
	reg    [ 1:0] dly;
	reg    [ 2:0] cnt;
	wire          max;
	always@( posedge clk or negedge rst ) begin
		if( rst == 1'b0 ) begin
			dly <= 2'b11;
		end else if( ld == 1'b1 ) begin
			dly <= { dly[0], ~&psw_in };
		end
	end
	assign max = &cnt;
	always@( posedge clk or negedge rst ) begin
		if( rst == 1'b0 ) begin
			cnt <= 3'h0;
			psw_id <= 5'h0;
		end else if( dly[0] == 1'b0 ) begin  
			cnt <= 3'h0;
			psw_id <= 5'h0;
		end else if( dly[1] == 1'b0 ) begin  
			cnt <= 3'h1;
			psw_id[0] <= ~(psw_in[ 1] & psw_in[ 3]
			             & psw_in[ 6] & psw_in[ 8]
			             & psw_in[11] & psw_in[13]
			             & psw_in[16] & psw_in[18]
			             & psw_in[ 9] & psw_in[19]);
			psw_id[1] <= ~(psw_in[ 2] & psw_in[ 3]
			             & psw_in[ 7] & psw_in[ 8]
			             & psw_in[12] & psw_in[13]
			             & psw_in[17] & psw_in[18]
			             & psw_in[14] & psw_in[19]);
			psw_id[2] <= ~(psw_in[ 5] & psw_in[ 6]
			             & psw_in[ 7] & psw_in[ 8]
			             & psw_in[15] & psw_in[16]
			             & psw_in[17] & psw_in[18]);
			psw_id[3] <= ~(psw_in[10] & psw_in[11]
			             & psw_in[12] & psw_in[13]
			             & psw_in[15] & psw_in[16]
			             & psw_in[17] & psw_in[18]);
			psw_id[4] <= ~(psw_in[ 4] & psw_in[ 9]
			             & psw_in[14] & psw_in[19]);
		end else if( max == 1'b1 ) begin
			cnt <= 3'h0;
			psw_id <= 5'h0;
		end else if( cnt != 3'h0 ) begin
			cnt <= cnt + 3'h1;
		end
	end
	always@( posedge clk or negedge rst ) begin
		if( rst == 1'b0 ) begin
			psw_val <= 4'h0;
		end else if( max == 1'b1 && psw_id[4] == 1'b0 ) begin
			psw_val <= psw_id[3:0];
		end
	end
	always@( posedge clk or negedge rst ) begin
		if( rst == 1'b0 ) begin
			psw_fn <= 4'b1000;
		end else if( max == 1'b1 && psw_id[4] == 1'b1 ) begin
			psw_fn[psw_id[1:0]] <= ~psw_fn[psw_id[1:0]];
		end
	end
endmodule
module io_bz(
	clk, rst, 
	start, val, bz );
	input  clk;
	input  rst;
	input  start;
	input  [7:0] val;
	output bz;
	wire   enable, pitch;
	bz_time bt( .clk(clk), .rst(rst), .start(start), .val(val[7:4]), .enable(enable) );
	bz_pitch bp( .clk(clk), .rst(rst), .val(val[3:0]), .pitch(pitch) );
	assign bz = enable & pitch;
endmodule
module bz_time(
	clk, rst, start, val, enable );
	input clk, rst;
	input start;
	input [3:0] val;
	output enable;
	reg    [ 1:0] dly;
	reg    [23:0] cnt;
	reg    [23:0] cref;
	wire   max;
	always@( posedge clk or negedge rst ) begin
		if( rst == 1'b0 ) begin
			cref <= 24'd0;
		end else begin
			case( val )                         
				4'b0000: cref <= 24'd01000000;  
				4'b0001: cref <= 24'd02000000;  
				4'b0010: cref <= 24'd03000000;  
				4'b0011: cref <= 24'd04000000;  
				4'b0100: cref <= 24'd05000000;  
				4'b0101: cref <= 24'd06000000;  
				4'b0110: cref <= 24'd07000000;  
				4'b0111: cref <= 24'd08000000;  
				4'b1000: cref <= 24'd09000000;  
				4'b1001: cref <= 24'd10000000;  
				4'b1010: cref <= 24'd11000000;  
				4'b1011: cref <= 24'd12000000;  
				4'b1100: cref <= 24'd13000000;  
				4'b1101: cref <= 24'd14000000;  
				4'b1110: cref <= 24'd15000000;  
				4'b1111: cref <= 24'd16000000;  
				default: cref <= 24'd0;
			endcase
		end
	end
	always@( posedge clk or negedge rst ) begin
		if( rst == 1'b0 ) begin
			dly <= 2'b00;
		end else begin
			dly <= { dly[0], start };
		end
	end
	assign max = ( cnt == cref );
	assign enable = ( cnt != 24'h0 );
	always@( posedge clk or negedge rst ) begin
		if( rst == 1'b0 ) begin
			cnt <= 24'd0;
		end else if( dly == 2'b01 ) begin
			cnt <= 24'd1;
		end else if( max == 1'b1 ) begin
			cnt <= 24'd0;
		end else begin
			cnt <= cnt + enable;
		end
	end
endmodule
module bz_pitch( 
	clk, rst, val, pitch );
	input  clk, rst;
	input  [3:0] val;
	output pitch;
	reg    pitch;
	reg    [15:0] cnt;
	reg    [15:0] cref;
	wire   max, zero;
	always@( posedge clk or negedge rst ) begin
		if( rst == 1'b0 ) begin	
			cref <= 16'hFFFF;
		end else begin
			case( val )                      
				4'b0000: cref <= 16'hFFFF;   
				4'b0001: cref <= 16'd38223;  
				4'b0010: cref <= 16'd34053;  
				4'b0011: cref <= 16'd30338;  
				4'b0100: cref <= 16'd28635;  
				4'b0101: cref <= 16'd25511;  
				4'b0110: cref <= 16'd22727;  
				4'b0111: cref <= 16'd20248;  
				4'b1000: cref <= 16'd19111;  
				4'b1001: cref <= 16'd17026;  
				4'b1010: cref <= 16'd15169;  
				4'b1011: cref <= 16'd14317;  
				4'b1100: cref <= 16'd12755;  
				4'b1101: cref <= 16'd11364;  
				4'b1110: cref <= 16'd10124;  
				4'b1111: cref <= 16'd09556;  
				default: cref <= 16'hFFFF;
			endcase
		end
	end
	assign max = ( cnt == cref );
	assign zero = ( val == 4'h0 );
	always@( posedge clk or negedge rst ) begin
		if( rst == 1'b0 ) begin
			cnt <= 16'h0;
		end else if( zero == 1'b1 ) begin
			cnt <= 16'h0;
		end else if( max == 1'b1 ) begin
			cnt <= 16'h1;
		end else begin
			cnt <= cnt + 16'h1; 
		end
	end
	always@( posedge clk or negedge rst ) begin
		if( rst == 1'b0 ) begin
			pitch <= 1'b0;
		end else if( zero == 1'b1 ) begin
			pitch <= 1'b0;
		end else if( max == 1'b1 ) begin
			pitch <= ~pitch;
		end
	end
endmodule
module io_seg(
	clk, rst, sa, sb, d, qa, qb );
	input  clk;
	input  rst;
	output [ 3:0] sa, sb;
	input  [31:0] d;
	output [ 7:0] qa, qb;
	wire   [ 3:0] va, vb;
	wire   [ 3:0] sel;
	assign sa = sel;
	assign sb = sel;
	seg_selecter ss( .clk(clk), .rst(rst), .sel(sel) );
	seg_register sra( .clk(clk), .rst(rst), .sel(sel), .din(d[31:16]), .dout(va) );
	seg_register srb( .clk(clk), .rst(rst), .sel(sel), .din(d[15: 0]), .dout(vb) );
	seg_decoder sda( .clk(clk), .rst(rst), .val(va), .seg(qa) );
	seg_decoder sdb( .clk(clk), .rst(rst), .val(vb), .seg(qb) );
endmodule
module seg_selecter(
	clk, rst, sel );
	input  clk, rst;
	output [ 3:0] sel;
	reg    [ 3:0] sel;
	reg    [13:0] cnt;
	wire   max;
	assign max = ( cnt == 14'h3000 );
	always@( posedge clk or negedge rst ) begin
		if( rst == 1'b0 ) begin
			cnt <= 14'h1;
		end else if( cnt == max ) begin
			cnt <= 14'h1;
		end else begin
			cnt <= cnt + 14'h1;
		end
	end
	always@( posedge clk or negedge rst ) begin
		if( rst == 1'b0 ) begin
			sel <= 4'b0000;
		end else if( sel <= 4'b0000 ) begin
			sel <= 4'b1110;
		end else if( max == 1'b1 ) begin
			sel <= { sel[2:0], sel[3] };
		end
	end
endmodule
module seg_register(
	clk, rst, sel, din, dout );
	input  clk, rst;
	input  [ 3:0] sel;
	input  [15:0] din;
	output [ 3:0] dout;
	reg    [ 3:0] dout;
	always@( posedge clk or negedge rst ) begin
		if( rst == 1'b0 ) begin
			dout <= 4'h0;
		end else begin
			case( sel )
				4'b1110: dout <= din[15:12];
				4'b1101: dout <= din[11: 8];
				4'b1011: dout <= din[ 7: 4];
				4'b0111: dout <= din[ 3: 0];
				default: dout <= 4'hx;
			endcase
		end
	end
endmodule
module seg_decoder(
	clk, rst, val, seg );
	input  clk, rst;
	input  [3:0] val;
	output [7:0] seg;
	reg    [7:0] seg;
	always@( posedge clk or negedge rst ) begin
		if( rst == 1'b0 ) begin
			seg <= 8'h0;
		end else begin
			case( val )
				4'h0: seg <= 8'b11111100;
				4'h1: seg <= 8'b01100000;
				4'h2: seg <= 8'b11011010;
				4'h3: seg <= 8'b11110010;
				4'h4: seg <= 8'b01100110;
				4'h5: seg <= 8'b10110110;
				4'h6: seg <= 8'b10111110;
				4'h7: seg <= 8'b11100000;
				4'h8: seg <= 8'b11111110;
				4'h9: seg <= 8'b11110110;
				4'hA: seg <= 8'b11101110;
				4'hB: seg <= 8'b00111110;
				4'hC: seg <= 8'b00011010;
				4'hD: seg <= 8'b01111010;
				4'hE: seg <= 8'b10011110;
				4'hF: seg <= 8'b10001110;
				default: seg <= 8'hxx;
			endcase
		end
	end
endmodule
module io_rtsw(
	clk, rst, din, dout );
	input  clk, rst;
	input  [3:0] din;
	output [3:0] dout;
	reg    [3:0] dout;
	always@( posedge clk or negedge rst ) begin
		if( rst == 1'b0 ) begin
			dout <= 4'h0;
		end else begin
			dout <= din;
		end
	end
endmodule
module io_dipsw(
	clk, rst, din, dout );
	input  clk, rst;
	input  [7:0] din;
	output [7:0] dout;
	reg    [7:0] dout;
	always@( posedge clk or negedge rst ) begin
		if( rst == 1'b0 ) begin
			dout <= 8'h0;
		end else begin
			dout <= ~din;
		end
	end
endmodule
module io_led(
	clk, rst, din, dout );
	input  clk, rst;
	input  [7:0] din;
	output [7:0] dout;
	reg    [7:0] dout;
	always@( posedge clk or negedge rst ) begin
		if( rst == 1'b0 ) begin
			dout <= 8'h0;
		end else begin
			dout <= din;
		end
	end
endmodule
`timescale 1ns/1ns
module top(
	rx_clk, rk_clk, rx_rst,
	psw_a, psw_b, psw_c, psw_d, 
	rtsw_a, rtsw_b, dipsw_a, dipsw_b,
	bz, led, seg_a, seg_b, seg_sela, seg_selb
);
	input  rx_clk, rk_clk, rx_rst;
	input  [ 4:0] psw_a, psw_b, psw_c, psw_d;
	input  [ 3:0] rtsw_a, rtsw_b;
	input  [ 7:0] dipsw_a, dipsw_b;
	output bz;
	output [ 7:0] led;
	output [ 7:0] seg_a, seg_b;
	output [ 3:0] seg_sela, seg_selb;
	wire [3:0] psw_val;
	wire [3:0] psw_fn;
	io_psw io_psw( .clk(rx_clk), .rst(rx_rst), 
	               .psw_a(psw_a), .psw_b(psw_b), .psw_c(psw_c), .psw_d(psw_d), 
	               .psw_val(psw_val), .psw_fn(psw_fn) );
	wire bz_wr;
	wire [7:0] bz_val;
	io_bz io_bz( .clk(rx_clk), .rst(rx_rst), .start(bz_wr), .val(bz_val), .bz(bz) );
	wire [31:0] seg_val;
	io_seg io_seg( .clk(rx_clk), .rst(rx_rst), .sa(seg_sela), .sb(seg_selb), 
	               .d(seg_val), .qa(seg_a), .qb(seg_b) );
	wire clk, rst, ld;
	wire [3:0] a, b, ry;
	wire [7:0] ra, rb;
	assign clk     = rk_clk & psw_fn[1] | psw_fn[0];
	assign rst     = rx_rst;
	assign ld      = psw_fn[3];
	assign a       = rtsw_a;
	assign b       = rtsw_b;
	div div( .clk(clk), .rst(rst), .ld(ld), .a(a), .b(b), .ra(ra), .rb(rb), .ry(ry) );
	assign led     = {clk, ~rst, ld, 5'h0};
	assign seg_val = {a, b, ra, rb, 4'h0, ry};
endmodule
module div(clk, rst, ld, a, b, ra, rb, ry);
	input  clk;       
	input  rst;       
	input  ld;        
	input  [3:0] a;   
	input  [3:0] b;   
	output [7:0] ra;  
	output [7:0] rb;  
	output [3:0] ry;  
	reg [7:0] ra;     
	reg [7:0] rb;     
	reg [3:0] ry;     
	always@(posedge clk or negedge rst) begin
		if(rst==1'b0) begin
			ra <= 8'b00000000;
			rb <= 8'b00000000;
			ry <= 4'b0000;
		end else if(ld == 1'b1) begin
			ra <= {4'b0000, a};
			rb <= {b, 4'b0000};
			ry <= 4'b0000;
	   end else if(ra >= rb) begin
			ra <= ra - rb;
			ry <= {ry[2:0], 1'b1};
			rb <= {1'b0, rb[7:1]};
		end else begin
			rb <= {1'b0, rb[7:1]};
			ry <= {ry[2:0], 1'b0};
		end
	end
endmodule
==> /design/flow/config.mk <==
export PLATFORM = sky130hd
export DESIGN_NAME = top
export DESIGN_NICKNAME = top
export VERILOG_FILES = /design/flow/design.v
export SDC_FILE = /design/flow/constraint.sdc
export NUM_CORES = 4
export LEC_CHECK = 1
export CORE_UTILIZATION = 40
==> /design/flow/run.sh <==
#!/bin/bash
# OpenROAD 26Q1-2900-gdf79404cd8, Yosys 0.63+post, stock flow scripts
make -C /OpenROAD-flow-scripts/flow DESIGN_CONFIG=/design/flow/config.mk WORK_HOME=/design/flow/orfs finish
==> /design/flow/constraint.sdc <==
current_design top

set clk_period 3.0
set clk_io_pct 0.2

create_clock -name clk0 -period $clk_period [get_ports {rx_clk}]

set non_clock_inputs [all_inputs -no_clocks]
set_input_delay [expr $clk_period * $clk_io_pct] -clock clk0 $non_clock_inputs
set_output_delay [expr $clk_period * $clk_io_pct] -clock clk0 [all_outputs]
==> qor.yml <==
synth:
  syn_area_mm2: 0.00602
  synthCells: 601
  syn_avg_cell_area_um2: 10.0
  enable_flop_cells: 0
  flop_cell: "dfrtp_1"
  synth_flops: 115
  synth_chip_area_mm2: 0.00602
  topCellsByArea: "dfrtp_1, ha_1, xnor2_1"
  async_reset_ff_share_pct: 100
  ys_warn_count: 17
  synth_cell_type_count: 64
  yosysTopAreaCell: "dfrtp_1"
  ys_cells: 601
  ys_seq_share_pct: 47.9
  netlist.area_leader.share_pct: 46.1
pwr:
  combPwrFrac_pct: 4.5
  netSwitchingPower_mw: 0.550
  power_frac_seq_pct: 49.1
  clock_power_share_pct: 46.4
  peakVddDrop_v: 0.000269
  power.total_mw: 2.64
  p_int_mw: 2.10
  leakage_nw: 3.12
  sw_frac_of_total_pct: 20.8
  p_per_area_mw_per_mm2: 375
critical_path:
  path_delay_family: "simple AND/OR/NAND/NOR gates"
  crit_top_cell: "nor4_1"
  crit_chain: "nor4_1 -> nand4_1 -> nor4_1 -> a31oi_1 -> clkdlybuf4s50_1"
  timing.critical_path.from_type: "flip-flop"
  cp.required_ns: 2.40
  r2r_cells: 10
  r2r_slack_ns: 0.40
  max_stage_delay_ns: 0.44
  crit_arrival_ns: 2.15
  end_kind: "output port"
  crit_buf_inv: 1
  r2r-end: "io_bz.bt.cnt[20]"
  critPathLaunch: "io_bz.bt.cnt[5]"
  crit_fanout: 5
  reg2reg_from: "io_bz.bt.cnt[5]"
  critPathKind: "reg2out"
  cp_slowest_cell: "dfrtp_1"
clocking:
  cts-root-buf: "clkbuf_16"
  cts_setup_buffers: 0
  cts_hold_buf: 0
  cts_tree: "built"
  clock_latency_ns: 0.34
  cts_buffers: 9
  path_clk_slew_ns: 0.07
  htreeDepth: 3
  ctsResizeCount: 0
  clockBufferDepth: 2
floorplan:
  rows: 44
  die.size.y_um: 125
  design.core.area_mm2: 0.0146
  fp.dieW_um: 125
  floorplan.core_util_pct: 41.3
  io_pins: 80
  die-area_mm2: 0.0155
global_routing:
  grt_pass1_vias: 4082
  grt_overflow_total: 0
  grtUsageTotal_pct: 15.4
  grt_pass1_wl_um: 19500
  antenna_found_initial: 0
  grt_max_degree: 52
routing:
  drc: 0
  dr.pass1.iters: 4
  drt_iter0_markers: 223
  wl_per_cell_um: 13.0
  wirelength_um: 11000
  diodes: 0
  vias: 4349
  via_per_inst: 5.15
  ant_nets: 0
job:
  drv_cap: 0
  warnings: 59
final_timing:
  tns_ns: 0
  setup_ws_ns: 0.255
  unclocked_regs: 20
  fmax_mhz: 364
  finClkSkew_ns: 0.00806
  final-max-slew-violation-count: 0
  hold_viol_final: 0
  maxSlewHeadroom_pct: 58.5
  period_needed_ns: 2.75
  finalSetupViolCount: 0
  worstMarginPinSlew_ns: 0.622
  post-route-period-util_pct: 91.5
  rsz0062_at_grt: "false"
  untimed_endpoints: 20
place:
  place_congestion: 0.846
  place_ws_ns: 0.392
  port_buffers: 56
  place_area_mm2: 0.00673
  dp_hpwl_um: 7990
cells_and_area:
  fillers: 1258
  flop_area_mm2: 0.00288
  syn_to_final_growth_pct: 17.2
  design_area_mm2: 0.00706
  layout_top_cells: "dfrtp_1, nor2_1, clkdlybuf4s50_1, nand2_1, inv_1"
  comb_area_mm2: 0.00286
  layout_top_cell: "dfrtp_1"
  drive_gt1_share_pct: 6.51
outcome:
  outcome: "complete, no violations"
worst_hold_path:
  hold_class: "in2async"
## cell usage after synthesis (all sizes together) (13+ instances only)
cell type,count
dfrtp,111
nor2,60
nand2,44
inv,42
xnor2,39
nand3,38
ha,35
o21ai,16
a21oi,15
buf,15
xor2,14
nand4,13
nor3,13
nor4,13
## metrics by stage
step / util [%] / hold slack (ns) / std cells
final: 48.4 / 0.138 / 845
after global routing: 48.4 / 0.141 / 845
after CTS: 48.4 / 0.134 / 845
after detailed placement: 46.1 / 0.399 / 829
after global placement: 46.1 / 0.402 / 829
after floorplan: - / 0.304 / 607
## cell families after synthesis
family | count (synthesis) | share of synthesized area (%)
and+or+nand+nor | 239 | 20.6
xor gates and xnor gates | 53 | 7.71
adders and majority gates | 36 | 7.61
muxes | 6 | 1.23
AOI/OAI and AO/OA | 84 | 9.83
other | 2 | 0.125
DFF | 115 | 47.9
buffers and inverters | 66 | 5.07
## how the worst max path moves through the flow
stage         to  slack (ns)  cells after the start
CTS           bz        0.22                      5
global route  bz       0.002                      5
finish        bz        0.25                      5
## power groups by stage
stage                 logic, mW  registers (mW)  clock network [mW]
final                     0.118            1.30                1.23
after global routing      0.134            1.30                1.32
after CTS                 0.122            1.30                1.26
## sequential cells by signal, summed over array words and instances, names as in the netlist, 2 cells and up
signal	flops
div.ra	8
io_psw.pd.psw_fn	4
io_psw.pd.psw_id	3
io_seg.ss.cnt	14
io_bz.bt.cnt	24
io_seg.ss.sel	4
io_psw.pp.cnt	17
io_psw.pd.dly	2
io_seg.sra.dout	4
io_seg.sda.seg	7
io_psw.pd.cnt	3
div.ry	4
io_seg.sdb.seg	7
io_seg.srb.dout	4
div.rb	8
## layer usage
layer / part of all wire [%] / global-route usage, %
met4: 0.39 / 1.49
met3: 5.1 / 3.85
met2: 42 / 21.4
met5: 0 / 0
met1: 53 / 25.8
## cell type report
class,count,share of cell area (%)
multi-input combinational,426,40.5
inverter,42,2.23
sequential,115,40.9
clock buffer,9,3.19
clock inverter,7,1.45
timing repair buffer,62,8.55
tap,184,3.26
No activity file was given, so power comes from the tool's default toggle rates.
