[flow/config.mk]
export PLATFORM = sky130hd
export DESIGN_NAME = cpu
export DESIGN_NICKNAME = cpu
export VERILOG_FILES = /design/flow/design.v
export SDC_FILE = /design/flow/constraint.sdc
export NUM_CORES = 4
export LEC_CHECK = 1
export CORE_UTILIZATION = 40
[flow/run.sh]
#!/bin/bash
# OpenROAD 26Q1-2900-gdf79404cd8, Yosys 0.63+post, stock flow scripts
make -C /OpenROAD-flow-scripts/flow DESIGN_CONFIG=/design/flow/config.mk WORK_HOME=/design/flow/orfs finish
[flow/constraint.sdc]
current_design cpu

set clk_period 5.1
set clk_io_pct 0.2

create_clock -name clk0 -period $clk_period [get_ports {clk}]

set non_clock_inputs [all_inputs -no_clocks]
set_input_delay [expr $clk_period * $clk_io_pct] -clock clk0 $non_clock_inputs
set_output_delay [expr $clk_period * $clk_io_pct] -clock clk0 [all_outputs]
[flow/design.v]
module cpu(
	clk, rst, adrs, din, dout, mem_read, mem_write, 
	pr, mar, ir, gr, sc );
	input  clk, rst;
	output [7:0] adrs;
	input  [7:0] din;
	output [7:0] dout;
	output mem_read;
	output mem_write;
	output [7:0] pr, mar, ir, gr;
	output [2:0] sc;
	wire   [7:0] a, b;
	wire   [7:0] y;
	wire   [1:0] alu_sel;
	wire   a_sel, pr_load, mar_load, ir_load, gr_load, sc_clear;
	assign a = ( a_sel == 1'b1 ) ? gr : pr;
	assign b = ( mem_read == 1'b1 ) ? din : 8'bxxxxxxxx;
	assign adrs = ( mem_read | mem_write == 1'b1 ) ? mar : 8'bxxxxxxxx;
	assign dout = ( mem_write == 1'b1 ) ? y : 8'bxxxxxxxx;
	reg8 reg_pr(  .clk(clk), .rst(rst), .load(pr_load),  .d(y), .q(pr)  );
	reg8 reg_mar( .clk(clk), .rst(rst), .load(mar_load), .d(y), .q(mar) );
	reg8 reg_ir(  .clk(clk), .rst(rst), .load(ir_load),  .d(y), .q(ir)  );
	reg8 reg_gr(  .clk(clk), .rst(rst), .load(gr_load),  .d(y), .q(gr)  );
	alu alu( .a(a), .b(b), .sel(alu_sel), .y(y) );
	cnt3 cnt_sc( .clk(clk), .rst(rst), .clear(sc_clear), .q(sc) );
	csg csg(
		.sc(sc), .ir(ir),
		.alu_sel(alu_sel), .a_sel(a_sel), 
		.pr_load(pr_load), .mar_load(mar_load), .ir_load(ir_load), .gr_load(gr_load), 
		.mem_read(mem_read), .mem_write(mem_write), .sc_clear(sc_clear) );
endmodule
module reg8(
	clk, rst, load, d, q );
	input  clk, rst, load;
	input  [7:0] d;
	output [7:0] q;
	reg    [7:0] q;
	always@( posedge clk or negedge rst ) begin
		if( rst == 1'b0 ) begin
			q <= 8'h00;
		end else if( load == 1'b1 ) begin
			q <= d;
		end
	end
endmodule
module cnt3(
	clk, rst, clear, q );
	input  clk, rst, clear;
	output [2:0] q;
	reg    [2:0] q;
	always@( posedge clk or negedge rst ) begin
		if( rst == 1'b0 ) begin
			q <= 3'h0;
		end else if( clear == 1'b1 ) begin
			q <= 3'h0;
		end else begin
			q <= q + 3'h1;
		end
	end
endmodule
module alu(
	a, b, sel, y );
	input  [7:0] a, b;
	input  [1:0] sel;
	output [7:0] y;
	reg    [7:0] y;
	always@( a or b or sel ) begin
		case( sel )
			2'b00 : y <= a;
			2'b01 : y <= b;
			2'b10 : y <= a + 1'b1;
			2'b11 : y <= a + b;
			default: y <= 8'hxx;
		endcase
	end
endmodule
module csg(
	sc, ir,
	alu_sel, a_sel, pr_load, mar_load, ir_load, gr_load,
	mem_read, mem_write, sc_clear );
	input  [7:0] ir;
	input  [2:0] sc;
	output [1:0] alu_sel;
	output a_sel, pr_load, mar_load, ir_load, gr_load;
	output mem_read, mem_write;
	output sc_clear;
	wire   [6:0] s;
	wire   [6:0] i;
	assign s[0] = ~sc[2] & ~sc[1] & ~sc[0];
	assign s[1] = ~sc[2] & ~sc[1] &  sc[0];
	assign s[2] = ~sc[2] &  sc[1] & ~sc[0];
	assign s[3] = ~sc[2] &  sc[1] &  sc[0];
	assign s[4] =  sc[2] & ~sc[1] & ~sc[0];
	assign s[5] =  sc[2] & ~sc[1] &  sc[0];
	assign s[6] =  sc[2] &  sc[1] & ~sc[0];
	assign i[1] = ~|ir[7:3] & ~ir[2] & ~ir[1] &  ir[0];
	assign i[2] = ~|ir[7:3] & ~ir[2] &  ir[1] & ~ir[0];
	assign i[3] = ~|ir[7:3] & ~ir[2] &  ir[1] &  ir[0];
	assign i[4] = ~|ir[7:3] &  ir[2] & ~ir[1] & ~ir[0];
	assign i[5] = ~|ir[7:3] &  ir[2] & ~ir[1] &  ir[0];
	assign i[6] = ~|ir[7:3] &  ir[2] &  ir[1] & ~ir[0];
	assign i[0] =  |ir[7:3] | ~|i[6:1];
	assign alu_sel[0] = s[2] | s[5] | s[6] & ( i[2] | i[4] );
	assign alu_sel[1] = s[1] | s[4] | s[5] & i[3] | s[6] & i[4];
	assign a_sel      = s[5] | s[6];
	assign mem_read   = s[2] | s[5] | s[6] & ( i[2] | i[4] );
	assign mem_write  = s[6] & i[5];
	assign pr_load    = s[1] | s[4] | s[5] & i[6];
	assign mar_load   = s[0] | s[3] & ~i[0] | s[5] & ( i[2] | i[4] | i[5] );
	assign ir_load    = s[2];
	assign gr_load    = s[5] & ( i[1] | i[3] ) | s[6] & ( i[2] | i[4] );
	assign sc_clear   = s[3] & i[0] | s[5] & ( i[1] | i[3] | i[6] ) | s[6];
endmodule
==> run summary <==
Floorplan Utilization = 41.5%
Vias in the first global route = 1719
Max_slew headroom = 58.6%
Post-Syn Area = 0.00247 mm²
Ys Warns = 3
Highest-count cells in the layout ignoring fill and taps = 62 x clkdlybuf4s50_1, 32 x dfrtp_1, 22 x mux2_2
Antenna violations before repair = 0
Placed insts = 366
Routed vias = 1936
Layout cells sized above 1 = 20.1%
IO Pins = 63
Yosys chip area = 0.00247 mm²
Reg2reg setup slack = 1660 ps
Period utilization = 94.6%
Total power draw = 2500 µW
Final setup fails = 0
Most frequent logic cell in the layout = clkdlybuf4s50_1
Final Critical Period = 4830 ps
Critical path launch point type = flop
Cell Pwr Density = 774 mW/mm²
Final worst slack = 273 ps
CP required = 4080 ps
Setup CP Type = reg -> out
Drt wl/cell = 15.3 µm
Layout Cells excl Fill = 374
Setup TNS = 0 ps
Area grow syn2layout = 30.6%
Syn avg cell area = 10.2 µm²
DRC = 0
CTS tree = done
Hpwl dp = 4260 µm
Pre-CTS setup slack = 413 ps
CTS buffer count = 5
Clk latency late pin = 280 ps
# rows = 28
H-tree levels = 2
Final max-slew violation count = 0
Die width = 80.6 µm
Hold crit path type = reg -> reg
DRT Wirelength = 5720 µm
DR pass1 iterations = 4
Synthesized flop and latch total = 35
GRT overflow = 0
Post-Syn Instances = 242
GRT Overall Usage = 19.2%
First-pass GRT wire length = 9200 µm
Initial DRC count = 145
Max-cap violations = 0
Post-CTS Repair Setup Buffers = 0
Unrepaired setup endpoints after global routing = false
EDFF count, synth = 0
Pleak = 0.00136 µW
Worst Path Arrival = 3810 ps
Post-route ant nets = 0
Largest net degree at the start of global routing = 36
Diodes inserted = 0
Die height = 80.6 µm
Clock tree root buffer cell = clkbuf_8
Worst Tran Pin Value = 621 ps
PostCTS Resize Cnt = 0
Cells on Worst Hold Path = 2
VDD IR max = 0.352 mV
GP Congestion = 0.863
Fraction of registers with async set/reset = 100%
F_max = 207 MHz
Worst Skew = 4.07 ps
Tool Warnings = 25
Status = finished clean
Worst-path maximum fanout = 13
Most common reg cell = dfrtp_1
Cell Type Count = 51
Seq share, synth = 35.4%
Number of cells in Yosys stat = 242
CTS Hold Bufs = 0
Num Clock Sinks = 35
IO buf count = 62
Final Hold Fails = 0
Vias per inst = 5.18
Filler Cell Count = 542
Hold Slack = 515 ps
Core area = 0.00596 mm²
Clock-pin transition on the worst setup and hold timing paths = 70 ps
FF-to-FF path depth = 14
CTS max path bufs = 2
Die footprint = 0.00650 mm²
CP endpoint kind = primary output
==> logic make-up (layout without fill, tap and decap cells) <==
family | Yosys count | in the layout | synth area share, %
flops | 35 | 35 | 35.4
fa+ha+maj | 9 | 9 | 4.86
buf+inv | 29 | 86 | 6.88
xor+xnor | 8 | 8 | 2.83
compound gates | 48 | 48 | 13.7
simple gates | 76 | 76 | 16.8
mux | 37 | 37 | 19.6
==> cells in the mapped netlist, types with 2 or more instances <==
library cell / count / share of area (%)
dfrtp_1: 35 / 35
mux2_2: 22 / 10
nand2_1: 18 / 2.7
nor2_1: 16 / 2.4
a21oi_1: 14 / 2.8
buf_4: 10 / 3.0
ha_1: 8 / 4.0
inv_1: 8 / 1.2
and2_1: 7 / 1.8
buf_2: 7 / 1.4
nand3_1: 6 / 1.2
o21ai_0: 6 / 1.2
o21ai_1: 6 / 1.2
mux2i_1: 5 / 2.0
mux2i_4: 5 / 4.6
nand2b_1: 5 / 1.3
nor3_1: 5 / 1.0
mux2_4: 4 / 2.4
nand3b_1: 4 / 1.2
xnor2_1: 4 / 1.4
xor2_1: 4 / 1.4
o21ai_2: 3 / 1.1
or3b_1: 3 / 1.1
a21o_1: 2 / 0.61
a31oi_1: 2 / 0.51
and3_1: 2 / 0.51
and3b_1: 2 / 0.71
buf_6: 2 / 0.91
clkbuf_1: 2 / 0.30
nor3b_2: 2 / 1.0
o211ai_1: 2 / 0.61
o31ai_1: 2 / 0.61
==> worst max-delay path: stages (launching register included) <==
cell and delay, ps:
dfrtp_2 500, buf_4 190, o21bai_2 220, a2bb2oi_2 210
nor3_1 200, buf_4 190, and2_1 180, ha_1 240
a21o_1 180, nand4_1 120, a21oi_1 100, o21a_1 220
or3b_1 400, nand3_1 120, clkdlybuf4s50_1 460
==> stage by stage <==
step	util (%)	cell area, µm²
after detailed placement	52.2	3110
after floorplan	-	2470
after global routing	54.2	3230
after CTS	54.1	3220
after global placement	52.2	3110
final	54.2	3230
==> state kept, by name (all words and copies together) (netlist names) <==
name       count
cnt_sc.q       3
reg_gr.q       8
reg_ir.q       8
reg_mar.q      8
reg_pr.q       8
==> per-layer routing <==
layer / global-route usage, % / wire length [µm]
met4: 1.43 / 51
met1: 31.3 / 2880
met3: 2.54 / 241
met2: 28.7 / 2550
met5: 0 / 0
==> worst paths after layout <==
check | to | start
worst max-delay path | dout[7] | cnt_sc.q[1]
min in group asynchronous | reg_gr.q[4] | rst
worst max register to register | reg_gr.q[6] | cnt_sc.q[1]
worst min-delay path | reg_gr.q[1] | reg_gr.q[1]
max in group asynchronous | cnt_sc.q[0] | rst
worst min register to register | reg_gr.q[1] | reg_gr.q[1]
==> report_power, final <==
part	switching (µW)	internal [µW]	leakage (µW)
Combinational	686	961	0.000895
Clock	98.6	158	0.0000612
Sequential	175	420	0.000402
==> layout make-up <==
class | count | area (µm²) | area share (%)
clock inverter | 2 | 35.0 | 1.09
multi-input combinational | 178 | 1430 | 44.2
inverter | 8 | 30.0 | 0.930
tap | 75 | 93.8 | 2.91
timing repair buffer | 70 | 681 | 21.1
sequential | 35 | 880 | 27.2
clock buffer | 6 | 82.6 | 2.56
Power figures rest on the tool's default switching activity, not on a simulated workload.
